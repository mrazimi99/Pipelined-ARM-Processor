`./config.mk`:
```
export PLATFORM = sky130hd
export DESIGN_NAME = EXE2MEM
export DESIGN_NICKNAME = EXE2MEM
export VERILOG_FILES = /design/flow/design.v
export SDC_FILE = /design/flow/constraint.sdc
export NUM_CORES = 4
export LEC_CHECK = 1
export CORE_UTILIZATION = 50
```
`./constraint.sdc`:
```
current_design EXE2MEM

set clk_period 1.0
set clk_io_pct 0.2

create_clock -name clk0 -period $clk_period [get_ports {clk}]

set non_clock_inputs [all_inputs -no_clocks]
set_input_delay [expr $clk_period * $clk_io_pct] -clock clk0 $non_clock_inputs
set_output_delay [expr $clk_period * $clk_io_pct] -clock clk0 [all_outputs]
```
`./design.v`:
```
module EXE2MEM (input clk, rst, wb_en_in, mem_read_in, mem_write_in,
                input[3: 0] dest_in, input[31: 0] result_in, reg2_in,
                output reg wb_en_out, mem_read_out, mem_write_out,
                output reg[3: 0] dest_out, output reg[31: 0] result_out, reg2_out);
  always @ (posedge clk, posedge rst) begin
    if (rst) begin
      wb_en_out <= 0;
      mem_read_out <= 0;
      mem_write_out <= 0;
      dest_out <= 0;
      result_out <= 0;
      reg2_out <= 0;
    end
    else begin
      wb_en_out <= wb_en_in;
      mem_read_out <= mem_read_in;
      mem_write_out <= mem_write_in;
      dest_out <= dest_in;
      result_out <= result_in;
      reg2_out <= reg2_in;
    end
  end
endmodule  
```
`./run.sh`:
```
#!/bin/bash
# OpenROAD 26Q1-2900-gdf79404cd8, Yosys 0.63+post, stock flow scripts
make -C /OpenROAD-flow-scripts/flow DESIGN_CONFIG=/design/flow/config.mk WORK_HOME=/design/flow/orfs finish
```
==> changes_impl.md <==
### Changed

- Stopped at: detailed placement
- Synth logic family: buffers and inverters
- Count of state elements after synthesis: 71
- Die height: 61.7 um
- Rows: 21
- I/O pins: around 140
- Die X: approximately 62 um
- PortBufs: 143
- FA/HA/MAJ Cells, Area Fraction: 0
- Err: [ERROR DPL-0036] Detailed placement failed.
- Status: aborted with a tool error
- Cell type with the largest total area: dfrtp_1
- # Cells Yosys: 72
- Gate Count Post-Synth: 72
- Simple share: 0
- Synthesis Warnings: 1
- Register area share after synthesis: 0.998
- FP Util: 0.529
- Yosys stat area: 1780 sq um
- GP Congestion: 0.742
- Mux area share: 0
- Max-area cell share: 0.998
- XOR/XNOR Area Share: 0
- Synth Area per Inst: 24.7 sq um
- Cell area leaders: dfrtp_1, inv_1
- Yosys aoi share: 0
- Synth Cell Area: 1780 sq um
- Unique cell types: 2
-- per-stage QoR --
step / cells / worst slack [ns]
2_1_floorplan: 72 / 0.0160
3_3_place_gp: 264 / -0.00561
-- synthesized netlist by cell type (all sizes together) --
library cell / n
dfrtp: 71
inv: 1
-- cell families after synthesis --
family	Yosys count
DFF	71
buffers and inverters	1
