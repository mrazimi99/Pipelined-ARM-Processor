==> flow/design.v <==
module ALU (input[3: 0] command, status_in, input signed[31: 0] operand1, operand2,
            output[3: 0] status, output reg[31: 0] result);
  reg c_flag, v_flag;
  wire z_flag, n_flag;
  assign z_flag = ~|result;
  assign n_flag = result[31];
  assign status = {n_flag, z_flag, c_flag, v_flag};
  always @ ( command, operand1, operand2 ) begin
    {result, c_flag, v_flag} = 0;
    case (command)
      4'b 0001: result = operand2 ;  
      4'b 1001: result = ~operand2;  
      4'b 0010: begin    
                  {c_flag, result} = operand1 + operand2 ;
                  v_flag = ((operand1[31] == operand2[31])
                            & (result[31] != operand1[31]));
                end
      4'b 0011: begin    
                  {c_flag, result} = operand1 + operand2 + status_in[1] ;
                  v_flag = ((operand1[31] == operand2[31])
                            & (result[31] != operand1[31]));
                  end
      4'b 0100: begin    
                  {c_flag, result} = {operand1[31], operand1} - {operand2[31], operand2};
                  v_flag = ((operand1[31] == ~operand2[31])
                            & (result[31] != operand1[31]));
                end
      4'b 0101: begin    
                  {c_flag, result} = {operand1[31], operand1} - {operand2[31], operand2} - 33'd1;
                  v_flag = ((operand1[31] == ~operand2[31])
                            & (result[31] != operand1[31]));
                end
      4'b 0110: result = operand1 & operand2;      
      4'b 0111: result = operand1 | operand2;      
      4'b 1000: result = operand1 ^ operand2;      
      default: ;
    endcase
  end
endmodule  
==> flow/run.sh <==
#!/bin/bash
# OpenROAD 26Q1-2900-gdf79404cd8, Yosys 0.63+post, stock flow scripts
make -C /OpenROAD-flow-scripts/flow DESIGN_CONFIG=/design/flow/config.mk WORK_HOME=/design/flow/orfs finish
==> flow/config.mk <==
export PLATFORM = sky130hd
export DESIGN_NAME = ALU
export DESIGN_NICKNAME = ALU
export VERILOG_FILES = /design/flow/design.v
export SDC_FILE = /design/flow/constraint.sdc
export NUM_CORES = 4
export LEC_CHECK = 1
export CORE_UTILIZATION = 50
==> flow/constraint.sdc <==
current_design ALU

set clk_period 33.3
set clk_io_pct 0.2

create_clock -name clk0 -period $clk_period

set non_clock_inputs [all_inputs -no_clocks]
set_input_delay [expr $clk_period * $clk_io_pct] -clock clk0 $non_clock_inputs
set_output_delay [expr $clk_period * $clk_io_pct] -clock clk0 [all_outputs]
==> impl_metrics.toml <==
# yosys + openroad results
[logic_synthesis]
ys_area_um2 = 7740
syn-cell-area_um2 = 7740
top_cells_by_area = "ha_1, a21oi_1, xnor2_1"
syn_inst = 1194
yosys_cells = 1194
top_area_share_pct = 15.7
avgSynthCellArea_um2 = 6.48
yosysWarnings = 1
yosys.area.top_type = "ha_1"
yosysSeqAreaShare_pct = 0
ys_types = 85

[die]
die_w_um = 126
io_pins = 108
design.core.area_um2 = 15100
die_area_um2 = 16000
rows = 45
fp_util_pct = 51.1
die_h_um = 126

[timing]
layout_min_cycle_time_ns = 19.65
max_freq_ghz = 0.0509
final_hold_viol_count = 0
worst_pin_slew_ns = 0.954
slew_headroom_pct = 35.9
rsz0062_at_grt = "false"
fin_crit_sh_pct = 59.0
tns_ns = 0
setup_viol = 0
slew_violations = 0

[power]
leakage_nw = 3.52
fin_total_pwr_w = 0.000172
ir_drop_v = 0.00000956
p_per_area_nw_per_um2 = 19.4

[final_layout]
layout.area.seq_um2 = 0
flop-count = 0
nFillCells = 1510
final_cells = 1427
area_growth_pct = 14.5
fin_util_pct = 58.5
nClkBuffers = 0
post_route_cells_drive_above_1_share_pct = 4.28

[route]
antennaDiodeCount = 0
drtIter0Drc = 1042
num_vias = 9612
routedWlPerCell_um = 21.7
ant_nets = 0
drc_errors = 0
firstDrtPassIters = 6
viasPerCell = 6.74
drt_wl_total_um = 31000

[global_route]
grt_use_total_pct = 38.9
antenna_found_initial = 0
grt_pass1_wl_um = 47700
grt_pass1_vias = 8306
grt_max_degree = 47
grt.busiest_layer = "met1"
globalRouteMet2Util_pct = 58.9
gr-total-overflow = 0
gr-usage-met3_pct = 4.25
use_met1_pct = 59.3

[run]
tool_warnings = 100
maxCapViolCount = 0

[critical_path]
critPathMaxFanout = 9
critPathRequiredTime_ns = 26.64
startpoint_type = "primary input"
crit_type = "primary input to output port"
end_kind = "output port"
cp_data_arrival_time_ns = 12.99

[placement]
hpwl_um = 24500
gp_congestion = 1.03
placed_cells = 1427
numPortBuffers = 105

[clock_network]
ctsHoldBuffers = 0
cts_setup_buffers = 0
cts.repair.resized = 0

[worst_hold_path]
hold_class = "primary input to output port"

[run_status]
outcome = "completed"
Yosys cell counts (all sizes together), types with 9 or more instances:
library cell,count
o211ai,28
nor2b,15
nand3,40
a21oi,105
nor3,35
or2,13
o31ai,21
xnor2,47
or4,9
inv,103
nand2,83
o221ai,9
nand4,23
o21bai,10
o21ai,72
nor2,109
o21a,11
a221oi,26
a211oi,20
xor2,14
buf,14
a22oi,10
ha,97
nor4,33
or3,11
clkbuf,61
a21o,22
logic make-up (layout without fill, tap and decap cells):
family / after synthesis / in the layout / synth area share, %
buf+inv: 178 / 223 / 8.91
xor+xnor: 62 / 62 / 7.19
compound gates: 418 / 418 / 37.1
fa+ha+maj: 101 / 101 / 16.7
simple gates: 427 / 427 / 29.1
mux: 8 / 8 / 1.05
layer usage:
| metal | vias to the layer above | wire length (um) |
|---|---|---|
| met4 | 0 | 738 |
| li1 | 4581 | - |
| met5 | - | 0 |
| met2 | 558 | 13100 |
| met3 | 50 | 3180 |
| met1 | 4423 | 14000 |
placed cells by master, fill, tap and decap left out, types with 33 or more instances in the layout:
| cell | count |
|---|---|
| clkdlybuf4s50_1 | 104 |
| ha_1 | 97 |
| nand3_1 | 40 |
| nor2_1 | 109 |
| a21oi_1 | 105 |
| inv_1 | 102 |
| nand2_1 | 83 |
| nor3_1 | 33 |
| xnor2_1 | 47 |
| o21ai_0 | 66 |
final timing paths:
path	end	start	depth (start not counted)
setup / recovery	status[2]	operand1[1]	16
hold / removal	result[1]	command[0]	5
per-stage QoR:
| stage | hold WS [ns] | worst slack (ns) | area (um2) |
|---|---|---|---|
| floorplan | 13.50 | 16.13 | 7740 |
| global placement | 14.37 | 13.80 | 8860 |
| detailed placement | 14.36 | 13.81 | 8860 |
| CTS | 14.37 | 13.80 | 8860 |
| global route | 14.43 | 13.39 | 8860 |
| finish | 14.39 | 13.65 | 8860 |
layout make-up:
| class | count | area (um2) | area share [%] |
|---|---|---|---|
| multi-input combinational | 1016 | 7080 | 79.9 |
| inverter | 103 | 387 | 4.36 |
| tap | 188 | 235 | 2.65 |
| timing repair buffer | 120 | 1160 | 13.1 |
power by group:
part | leakage [nW] | total, W | switching, W | internal, W
registers | 0 | 0 | 0 | 0
logic | 3.52 | 0.000172 | 0.000104 | 0.0000681
clock network | 0 | 0 | 0 | 0
critical path: stages:
cell and delay, ns:
clkdlybuf4s50_1 0.63, inv_1 0.13, ha_1 0.42, or2_1 0.29
a2111oi_2 0.58, nor3_1 0.27, or4_1 0.65, nor4_2 0.82
nand4_1 0.20, xnor2_1 0.19, o21ai_1 0.14, nor4_1 0.39
nor4bb_1 0.63, nand4b_1 0.24, nor4b_2 0.25, clkdlybuf4s50_1 0.49
Power is estimated from default activity; no workload was simulated.
